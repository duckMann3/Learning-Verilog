==> flow/design.v <==
module counter(
  input clk,                     
  input reset,                    
  output reg[3:0] out            
);
  always@(posedge clk) begin
    if(!reset)
        out <=0 ;
    else
      out <= out + 1;
  end
endmodule
==> flow/run.sh <==
#!/bin/bash
# OpenROAD 26Q1-2900-gdf79404cd8, Yosys 0.63+post, stock flow scripts
make -C /OpenROAD-flow-scripts/flow DESIGN_CONFIG=/design/flow/config.mk WORK_HOME=/design/flow/orfs finish
==> flow/config.mk <==
export PLATFORM = sky130hd
export DESIGN_NAME = counter
export DESIGN_NICKNAME = counter
export VERILOG_FILES = /design/flow/design.v
export SDC_FILE = /design/flow/constraint.sdc
export NUM_CORES = 4
export LEC_CHECK = 1
export CORE_AREA = 10 10 70 70
export DIE_AREA = 0 0 80 80
==> flow/constraint.sdc <==
current_design counter

set clk_period 1.0
set clk_io_pct 0.2

create_clock -name clk0 -period $clk_period [get_ports {clk}]

set non_clock_inputs [all_inputs -no_clocks]
set_input_delay [expr $clk_period * $clk_io_pct] -clock clk0 $non_clock_inputs
set_output_delay [expr $clk_period * $clk_io_pct] -clock clk0 [all_outputs]
==> impl_table.tex <==
% Yosys + OpenROAD metrics
\begin{tabular}{lr}
\hline
Metric & Value \\
\hline
\multicolumn{2}{l}{\textbf{Final timing}} \\
Endpoints failing hold & 0 \\
Share of the clock period used by the worst path after layout & 98.7\% \\
Relative max-transition margin & 91.7\% \\
Setup TNS & 0 ns \\
Transition time of the tightest slew-check pin & 0.121 ns \\
Final Max-Slew Violation Tally & 0 \\
Unrepaired setup endpoints after global routing & yes \\
Final-report setup violation count & 0 \\
Clk\_skew & 0.00213 ns \\
Maximum clock frequency & 1010 MHz \\
Crit path time final & 0.987 ns \\
Worst hold slack & 0.471 ns \\
\multicolumn{2}{l}{\textbf{Power}} \\
Proportion of power drawn by flip-flops and latches & 40.9\% \\
Pwr dens & 1350 mW/mm2 \\
Comb pwr share & 14.4\% \\
Max VDD drop & 0.484 mV \\
Clock group share of total power & 44.7\% \\
Internal Dissipation & 350 uW \\
Proportion of total power due to net switching & 20.4\% \\
Leak Pwr & 0.000133 uW \\
Post-layout total power & 440 uW \\
Switching power & 89.9 uW \\
\multicolumn{2}{l}{\textbf{Global route}} \\
Via count of the first global-routing pass & 151 \\
First-pass GRT wire length & 683 um \\
Pin count of the biggest net entering global routing & 6 \\
Antenna violations before repair & 0 \\
GRT Overall Usage & 1.48\% \\
Remaining global-route overflow & 0 \\
\multicolumn{2}{l}{\textbf{Floorplan}} \\
Floorplan Utilization & 4.25\% \\
Total die size & 0.00640 mm2 \\
Area inside the core boundary & 0.00342 mm2 \\
Height of the die & 80 um \\
Ports & 6 \\
Standard-cell row count & 21 \\
X dimension of the die & 80 um \\
\multicolumn{2}{l}{\textbf{Clock tree}} \\
TritonCTS clock tree & built \\
Hold buffers post-CTS & 0 \\
Number of clock sinks & 4 \\
Clock tree buffer depth & 2 \\
Clock tree root buffer cell & sky130\_fd\_sc\_hd\_\_clkbuf\_4 \\
Number of H-tree levels & 1 \\
Cts bufs inserted & 3 \\
Clock transition at the registers of the reported paths & 0.04 ns \\
Worst-Skew Late Latency & 0.23 ns \\
\multicolumn{2}{l}{\textbf{Synth}} \\
Yosys cell count & 13 \\
Sequential area share after synthesis & 55.2\% \\
Most frequent cell after synthesis & sky130\_fd\_sc\_hd\_\_dfxtp\_1 \\
Leading post-synthesis cells by cell area & sky130\_fd\_sc\_hd\_\_dfxtp\_1 (55\%), sky130\_fd\_sc\_hd\_\_and2\_1 (8.6\%), sky130\_fd\_sc\_hd\_\_ha\_1 (8.6\%) \\
Ys Warns & 1 \\
Cell type contributing the most total cell area after synthesis & sky130\_fd\_sc\_hd\_\_dfxtp\_1 \\
Flops out of synthesis & 4 \\
Post-Synthesis Cells & 13 \\
Most common flop cell mapped by yosys & sky130\_fd\_sc\_hd\_\_dfxtp\_1 \\
Number of unique standard cell types used by synthesis & 9 \\
Asr flop ratio synth & 0\% \\
Number of enable-type register cells in the synthesized netlist & 0 \\
Synthesized area per cell & 11.2 um2 \\
Chip area from the yosys synthesis statistics & 145 um2 \\
Area of the mapped netlist & 145 um2 \\
Top-area cell share & 55.2\% \\
Most used standard cells in the synthesized netlist & sky130\_fd\_sc\_hd\_\_dfxtp\_1 (4), sky130\_fd\_sc\_hd\_\_and2\_1 (2) \\
\multicolumn{2}{l}{\textbf{Run}} \\
Tool warnings & 26 \\
Max-Cap Viols & 0 \\
\multicolumn{2}{l}{\textbf{Routing}} \\
Drt total wl & 416 um \\
Number of vias in the routed layout & 135 \\
Met2 Wirelength & 106 um \\
DRC violation count after routing & 0 \\
Metal-1 WL & 207 um \\
Drt pass-1 iters & 2 \\
Routed met3 length & 102 um \\
Final routed wire length divided by cell count & 5.86 um \\
Diodes inserted & 0 \\
Via density per instance & 1.90 \\
Uppermost routed layer & met3 \\
Violation count after the first detailed-route iteration & 2 \\
Count of nets left with antenna violations after detail routing & 0 \\
\multicolumn{2}{l}{\textbf{Final layout}} \\
P\&R area growth vs syn & 124\% \\
Biggest registers after layout & out (4) \\
Flip-flop count of the largest register, all copies and words added & 4 \\
Register with the most flip-flops & out \\
Sequential cell area & 85.1 um2 \\
Gate Area & 77.6 um2 \\
Ratio of cells with drive above 1 in the final layout & 48.0\% \\
FILL cells & 404 \\
\multicolumn{2}{l}{\textbf{Critical path}} \\
Crit-path max FO & 2 \\
Worst Setup End Kind & register \\
Worst path arrival time & 1.11 ns \\
Type of the worst setup path & reg2reg \\
Worst path required time & 1.12 ns \\
Worst setup SP type & register \\
Setup slack, reg-to-reg & 0.01 ns \\
\multicolumn{2}{l}{\textbf{Run status}} \\
Outcome & complete, no violations \\
\multicolumn{2}{l}{\textbf{Min path}} \\
Class of the most critical hold timing path & reg2reg \\
\multicolumn{2}{l}{\textbf{Place}} \\
Port-buffer cells & 5 \\
Post-detail-place hpwl & 315 um \\
GP Congestion & 0.658 \\
\hline
\end{tabular}
[placed cells by master, fill, tap and decap left out, drive strengths merged]
cell / instances
clkdlybuf4s15: 3
and2: 2
nand3: 1
dlygate4sd2: 1
nor2b: 1
buf: 4
ha: 1
dfxtp: 4
clkbuf: 3
nand2: 1
nand2b: 1
clkdlybuf4s50: 1
mux2i: 1
xor2: 1
[through the flow]
step | cell area [um2] | cells | setup slack [ns] | util, %
2_1_floorplan | 145 | 13 | 0.124 | -
3_3_place_gp | 275 | 67 | -0.0319 | 8.06
3_5_place_dp | 275 | 67 | -0.0416 | 8.06
4_1_cts | 319 | 71 | 0.000684 | 9.34
5_1_grt | 325 | 71 | -0.0290 | 9.52
6_report | 325 | 71 | 0.0133 | 9.52
[final cells by class]
type / count / area share (%)
Sequential cell: 4 / 26.2
Clock buffer: 3 / 6.92
Timing Repair Buffer: 9 / 25.4
Multi-Input combinational cell: 9 / 23.8
Tap cell: 46 / 17.7
[critical path, stage by stage (launching register included)]
cell and delay [ns]:
sky130_fd_sc_hd__dfxtp_2 0.31, sky130_fd_sc_hd__buf_4 0.14, sky130_fd_sc_hd__ha_4 0.15, sky130_fd_sc_hd__xor2_1 0.13, sky130_fd_sc_hd__and2_1 0.15
[power by group through the flow]
stage | Sequential, uW | Clock [uW] | Combinational, uW
final | 180 | 196 | 63.5
after global routing | 181 | 229 | 73.3
after CTS | 179 | 208 | 60.9
[what timing repair did]
action,in CTS,in global routing
setup endpoints to repair,5,4
endpoints found under the hold margin,0,0
pin swaps,0,0
buffers inserted,1,0
gates resized,11,3
[kinds of logic after synthesis]
family	synth area share, %
XOR/XNOR	6.04
flip-flops	55.2
AND/OR/NAND/NOR	23.3
multiplexers	6.90
adder cells (fa/ha/maj)	8.62
[per-layer routing]
metal	vias up	GRT usage, %
met2	10	1.20
met5	-	0
li1	68	-
met3	0	2.50
met4	0	0.352
met1	57	1.66
[path summary, 6_finish.rpt]
| kind | depth (start not counted) | startpoint | endpoint |
|---|---|---|---|
| min | 2 | out[3] | out[3] |
| max | 4 | out[0] | out[2] |
| max reg2reg | 4 | out[0] | out[2] |
| min reg2reg | 2 | out[3] | out[3] |
No activity file was given, so power comes from the tool's default toggle rates.
