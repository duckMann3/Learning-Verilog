<file path="flow/config.mk">
export PLATFORM = sky130hd
export DESIGN_NAME = alu
export DESIGN_NICKNAME = alu
export VERILOG_FILES = /design/flow/design.v
export SDC_FILE = /design/flow/constraint.sdc
export NUM_CORES = 4
export LEC_CHECK = 1
export CORE_AREA = 10 10 81 81
export DIE_AREA = 0 0 91 91
</file>
<file path="flow/constraint.sdc">
current_design alu

set clk_period 4.7
set clk_io_pct 0.2

create_clock -name clk0 -period $clk_period

set non_clock_inputs [all_inputs -no_clocks]
set_input_delay [expr $clk_period * $clk_io_pct] -clock clk0 $non_clock_inputs
set_output_delay [expr $clk_period * $clk_io_pct] -clock clk0 [all_outputs]
</file>
<file path="flow/design.v">
module alu(a,b,s,y);
  input[3:0]a;
  input[3:0]b;
  input[2:0]s;
  output[7:0]y;
  reg[7:0]y;
  always@(a,b,s)
  begin
    case(s)
      3'b000:
        y=a+b;
      3'b001:
        y=a-b;
      3'b010:
        y=a&b;
      3'b011:
        y=a|b;
      3'b100:
        y=4'b1111^a;
      3'b101:
        y=(4'b1111^a)+1'b1;
      3'b110:
        y=a*b;
      3'b111:
        begin
          y = a; 
          y = y >> 1'b1;
        end
    endcase
  end
endmodule
</file>
<file path="flow/run.sh">
#!/bin/bash
# OpenROAD 26Q1-2900-gdf79404cd8, Yosys 0.63+post, stock flow scripts
make -C /OpenROAD-flow-scripts/flow DESIGN_CONFIG=/design/flow/config.mk WORK_HOME=/design/flow/orfs finish
</file>
==> results_dict.tcl <==
# implementation run metrics
set metrics [dict create \
    fmaxAchievable_mhz 221 \
    io_pins 19 \
    dieWidth_um 91 \
    crit_path_end_kind "output port" \
    mux_share_pct 0.882 \
    combinationalPowerShare_pct 100.0 \
    n_clock_buffer 0 \
    post_route_cells_drive_above_1_share_pct 21.9 \
    fin_hold_ws_ns 2.63 \
    hold_viol 0 \
    grt_pass1_wl_mm 5.52 \
    synthAoiAreaFrac_pct 26.5 \
    portBuffers 19 \
    slew_violations 0 \
    gp_congestion 0.923 \
    wire_per_inst_um 12.8 \
    avgViaCountPerCell 4.60 \
    antenna_found_initial 0 \
    path_delay_family "adder cells" \
    dp_hpwl_mm 2.82 \
    cpMostUsedCell "fa_1" \
    syn_area_mm2 0.00113 \
    maxCapViolCount 0 \
    warning_count 40 \
    power.share.clock_pct 0 \
    yosysWarnings 1 \
    pwr-share-seq_pct 0 \
    grt_util_all_layers_pct 7.78 \
    antenna_left 0 \
    setup_viol 0 \
    finish.utilization_pct 32.7 \
    die_h_um 91 \
    powerDensity_mw_per_mm2 106 \
    slew_headroom_pct 66.0 \
    grt.overflow.total 0 \
    dieArea_mm2 0.00828 \
    drc 0 \
    internal_power_mw 0.0854 \
    synth-simple-area-share_pct 20.6 \
    grt_max_degree 16 \
    avgSynthCellArea_um2 7.52 \
    coreArea_mm2 0.00482 \
    drtIter0Drc 81 \
    ir_drop_v 0.0000280 \
    nFlopsAndLatches 0 \
    worstPathRequired_ns 3.76 \
    seqCellArea_um2 0 \
    synthCells 151 \
    finalCritPeriodShare_pct 96.5 \
    n_antenna_cell 0 \
    ys_sh_adder_pct 38.1 \
    setup.worst_path.start "a[1]" \
    switching_share_pct 48.8 \
    crit_type "in2out" \
    critical_path.max_fanout 2 \
    crit_chain "dlygate4sd2_1, nand2_1, fa_1, inv_1, fa_1, inv_2, fa_2, a21oi_1, a221oi_2, o32ai_2, buf_2" \
    wl_mm 3.25 \
    yosys_area_mm2 0.00113 \
    worst-path-buf-inv 4 \
    area_growth_syn_to_layout_pct 38.8 \
    hp-start "a[0]" \
    arrival_ns 3.59 \
    cp-start-kind "input pin" \
    p_sw_mw 0.0815 \
    tightest_slew_ns 0.509 \
    slowest_stage "fa_1" \
    yosys.stat.seqShare_pct 0 \
    drt-pass1-iter-count 4 \
    outcome "complete, no violations" \
    p_total_mw 0.167 \
    postCtsHoldBufs 0 \
    ys_cells 151 \
    ys_sh_xor_pct 3.86 \
    ys_types 40 \
    rows 25 \
    vias 1168 \
    fin_crit_ns 4.53 \
    power.static_leakage_nw 0.745 \
    fp_util_pct 23.6 \
    top_logic_kind "adder cells" \
    min_path_type "in2out" \
    rsz0062_at_grt "no" \
    critical_path.max_stage_delay_ns 0.58 \
    grt_pass1_vias 1149 \
]
-- power groups by stage --
stage	Combinational, mW	Clock, mW	Sequential [mW]
4_1_cts	0.168	0	0
5_1_grt	0.189	0	0
6_report	0.167	0	0
-- cell usage after synthesis, drive strengths merged, types with 3 or more instances --
library cell / count / area share, %
o21a: 3 / 2.0
xor2: 4 / 3.1
nor2: 15 / 5.0
fa: 6 / 11
a21oi: 6 / 2.6
nand2: 7 / 2.3
buf: 5 / 2.8
nor2b: 3 / 1.7
nand2b: 4 / 2.2
nor3: 7 / 4.0
inv: 21 / 6.9
o21ai: 11 / 4.9
ha: 25 / 28
a22oi: 3 / 2.0
nor3b: 3 / 2.0
nand3: 4 / 1.8
-- cells by family after synthesis --
kind of cell               after synthesis
and+or+nand+nor                         46
AOI/OAI and AO/OA                       41
adders and majority gates               31
buffers and inverters                   27
xor gates and xnor gates                 5
muxes                                    1
-- area by class of cell --
class,count,area (um2)
Timing Repair Buffer,42,338
Fill cell,548,3240
Multi-Input combinational cell,124,1070
Inverter,21,78.8
Tap cell,67,83.8
-- timing repair --
item / in CTS / in global routing
gates resized: 27 / 5
buffers inserted: 0 / 0
cloned: 0 / 0
pin swaps: 12 / 2
setup endpoints to repair: 5 / 3
-- routing by layer --
metal | part of all wire, % | track usage [%] | wire length [um]
met1 | 50 | 11.2 | 1640
met2 | 45 | 12.7 | 1470
met3 | 4.4 | 1.24 | 143
met4 | 0 | 0 | 0
met5 | 0 | 0 | 0
-- final timing paths --
check / slack (ns) / cells past startpoint / end
min: 2.63 / 7 / y[3]
max: 0.17 / 11 / y[3]
-- layout by cell type (no fill, tap or decap), types with 2 or more instances in the layout --
master           count
clkdlybuf4s50_1      8
fa_1                 5
nand2_1              7
a21oi_1              6
o21ai_1              6
nor3b_1              3
dlygate4sd2_1        7
nor2_1              14
a22oi_1              3
xor2_1               4
nor3_1               5
nor3_2               2
nand3_1              4
o21a_1               3
inv_1               19
ha_4                 3
o21ai_0              5
nand2b_1             4
a31oi_1              2
o31ai_1              2
inv_2                2
ha_1                22
clkbuf_2             2
nor2b_1              3
buf_4               22
buf_2                2
-- per-stage QoR --
stage,cells,cell area [um2],TNS (ns),setup WS (ns)
6_report,254,1580,0,0.166
3_3_place_gp,254,1550,-2.44,-0.552
2_1_floorplan,151,1130,0,0.428
3_5_place_dp,254,1550,-2.41,-0.564
4_1_cts,254,1580,0,0.0933
5_1_grt,254,1580,0,0.0197
Power and IR drop assume default switching activity.
